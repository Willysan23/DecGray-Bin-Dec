--- design/flow/constraint.sdc ---
current_design divisor_clock

set clk_period 4.4
set clk_io_pct 0.2

create_clock -name clk0 -period $clk_period [get_ports {clk}]

set non_clock_inputs [all_inputs -no_clocks]
set_input_delay [expr $clk_period * $clk_io_pct] -clock clk0 $non_clock_inputs
set_output_delay [expr $clk_period * $clk_io_pct] -clock clk0 [all_outputs]
--- design/flow/run.sh ---
#!/bin/bash
# OpenROAD 26Q1-2900-gdf79404cd8, Yosys 0.63+post, stock flow scripts
make -C /OpenROAD-flow-scripts/flow DESIGN_CONFIG=/design/flow/config.mk WORK_HOME=/design/flow/orfs finish
--- design/flow/config.mk ---
export PLATFORM = sky130hd
export DESIGN_NAME = divisor_clock
export DESIGN_NICKNAME = divisor_clock
export VERILOG_FILES = /design/flow/design.v
export SDC_FILE = /design/flow/constraint.sdc
export NUM_CORES = 4
export LEC_CHECK = 1
export CORE_UTILIZATION = 30
--- design/flow/design.v ---
`timescale 1ns / 1ps
module divisor_clock(
input wire clk,  
output reg divisor  
);
localparam div_contador = 4999;  
integer contador = 0;  
always@ (posedge clk )
begin 
    if (contador == 1000)
        contador <= 0; 
    else 
    contador <= contador +1;
 end 
 always@ (posedge clk)
 begin 
    if(contador == div_contador)
        divisor <= ~divisor;
    else 
        divisor <= divisor;
end
endmodule
==> Slide: Implementation Results <==
Key Metrics from the Run

Routing
  – Antenna diode count: 0
  – Post-route met1 wirelength: about 1200 um
  – Antenna viol nets, final: 0
  – Via count normalized by instance count: about 4.9
  – Uppermost routed layer: met4
  – Per-cell routed wire length: 11.47 um
  – Total wire length: 2351 um
  – Total DRC errors in the routed layout: 0
  – Met3 routed wirelength: about 76 um
  – Detailed-routing iteration count for the pre-antenna-repair pass: 4
  – DRC marker count from the first detailed-route iteration: 50
  – Routed met2 length: 1016 um
  – Vias after detailed routing: 1,010

Critical path
  – Family with the most delay on the worst path: buffers and inverters
  – Largest incremental delay on the critical path: between 0.4 and 0.5 ns
  – Crit end category: output port
  – Arrival time at the worst endpoint: roughly 1.1 ns
  – Worst reg2reg setup slack: 2.52 ns
  – CP Buf/Inv Count: 1
  – Biggest fanout along the worst timing path: 2
  – Startpoint class of the critical path: flop
  – Worst path cell trace: clkdlybuf4s50_1
  – Start-to-end type of the worst setup path: flop to output port
  – Slowest cell on the critical path: sky130_fd_sc_hd__clkdlybuf4s50_1
  – CP required: around 3.5 ns

Global route
  – Global-route wire length before repair: ~4000 um
  – Overall Global Routing Usage: ~10%
  – Total overflow reported by the global router: 0
  – Pin count of the biggest net entering global routing: 10
  – Vias in the first global route: 934
  – Number of antenna violations at the first check in global routing: 0

Clocking
  – Post-CTS setup buffer count: 0
  – Cell at the root of the clock tree: sky130_fd_sc_hd__clkbuf_8
  – Skew-Pair Late Insertion Delay: ~0.28 ns
  – Maximum buffer depth of the clock tree: 2
  – Deepest level of the CTS H-tree: 2
  – Clk sinks: 33
  – Number of resized instances in the post-cts repair step: 0
  – Clock tree from TritonCTS: yes
  – Clock-pin transition on the worst setup and hold timing paths: 0.06 ns
  – Cts-stage hold buffer count: 0
  – Total CTS buffers: 5

Run status
  – Outcome: finished, final reports clean

Synth
  – Cell count in the Yosys report: approximately 150
  – Post-Synthesis Cells: about 150
  – Warnings, synthesis: 1
  – Sequential fraction of the synthesis area: around 47%
  – Average cell area after synthesis: between 9 and 10 um2
  – Number of distinct library cells after synthesis: 24
  – Yosys Chip Area: approximately 0.0014 mm2
  – Cell area after synthesis: roughly 0.0014 mm2
  – Biggest area consumer among synthesized cells: sky130_fd_sc_hd__dfxtp_1
  – Top cell area share: between 40 and 50%
  – Leading post-synthesis cells by cell area: sky130_fd_sc_hd__dfxtp_1 (45%), sky130_fd_sc_hd__xnor2_1 (10%), sky130_fd_sc_hd__xor2_1 (8.0%), sky130_fd_sc_hd__nand3_1 (5.3%), sky130_fd_sc_hd__nand4_1 (4.4%)
  – Number of flip-flops and latches in the synthesized netlist: 33

Die
  – Number of standard-cell rows in the floorplan: 24
  – Total die size: between 0.005 and 0.006 mm2
  – Core Area: ~0.0044 mm2
  – Die X: ~71 um
  – Height of the die: 70.86 um
  – Initial Util: between 30% and 40%
  – Number of ports placed on the die boundary: 2

Min path
  – Min-delay worst type: flop to flop

Power
  – Net load switching power: 0.00009655 W
  – Leak pwr: between 0.5 and 0.6 nW
  – Internal: between 0.0004 and 0.0005 W
  – Net Sw Frac: 18.98%
  – Worst IR Drop VDD: between 0.1 and 0.15 mV
  – Power per standard cell area: between 300 and 400 mW/mm2
  – Logic pwr share: 0%
  – Pwr Total: around 0.00051 W
  – Flop pwr share: roughly three fifths
  – Clock share of power: between 40% and 50%

STA
  – Actual slew at the worst max-slew pin: about 0.81 ns
  – Final-report setup violation count: 0
  – Final worst-path cycle share: roughly 45%
  – Worst-case hold slack: 0.4645 ns
  – Max transition margin: between 40% and 50%
  – Post-route minimum period: around 2.0 ns
  – Number of max-slew violations in the final report: 0
  – F_max: approximately 510 MHz
  – Hold violation count in the final report: 0
  – Clk_skew: slightly below 0.005 ns
  – Setup_tns: 0 ns
  – Unrepaired setup endpoints after global routing: no

Final layout
  – Growth of design area from synthesis to finish: 10.11%
  – Share of final-layout standard cells stronger than drive strength 1: roughly 5.2%

Job
  – Number of max-cap violations: 0
  – Number of warnings in the stage logs: 26

Place
  – Final weighted congestion of routability-driven global placement: 0.8573
  – IO buf count: 1
  – Post-detailed-placement half-perimeter wirelength: between 1500 and 2000 um
layout make-up:
cell class,instances,area (um2)
Clock buffer,8,80.08
Fill cell,441,2878
Inverter,4,15.01
Multi-Input combinational cell,107,725.7
Sequential cell,33,670.6
Tap cell,52,65.06
Timing Repair Buffer,1,10.01
cell usage after synthesis (all sizes together):
cell type,number
dfxtp,32
xnor2,17
nand3,15
xor2,13
nor2,12
nand4,10
nand2,7
nor3,7
nor4,6
and3,5
and4,5
inv,4
and2,3
clkbuf,3
ha,2
or4,2
and4b,1
edfxtp,1
nor2b,1
nor4bb,1
registers in the layout, indices dropped and copies added (netlist names):
| register | flops |
|---|---|
| contador | 32 |
| divisor | 1 |
cells by family (layout without fill, tap and decap cells):
group                      count (synthesis)  after routing  synth area share, %
xor gates and xnor gates                  30             30                18.47
adders and majority gates                  2              2                1.759
buffers and inverters                      7             13                1.847
DFF                                       33             33                47.14
and+or+nand+nor                           75             75                30.78
power groups by stage:
stage                 clock, W  combinational, W  sequential, W
after CTS             0.000216    0.000000000268       0.000300
after global routing  0.000229    0.000000000268       0.000300
final                 0.000209    0.000000000268       0.000300
worst paths after layout:
path / startpoint / end / depth (start not counted)
worst max-delay path: divisor / divisor / 1
worst min register to register: contador[0] / contador[0] / 1
worst min-delay path: contador[0] / contador[0] / 1
worst max register to register: contador[19] / contador[5] / 4
routing by layer:
metal | GRT usage [%] | up-vias
met2 | 14.74 | 10
met5 | 0 | -
met3 | 3.179 | 2
met1 | 15.25 | 467
li1 | - | 531
met4 | 2.000 | 0
cell usage in the layout (no fill, tap or decap):
master / n
sky130_fd_sc_hd__and4_1: 5
sky130_fd_sc_hd__and4b_1: 1
sky130_fd_sc_hd__and3_1: 5
sky130_fd_sc_hd__or4_1: 1
sky130_fd_sc_hd__xnor2_1: 17
sky130_fd_sc_hd__nor2_1: 12
sky130_fd_sc_hd__inv_1: 4
sky130_fd_sc_hd__clkbuf_1: 3
sky130_fd_sc_hd__ha_1: 2
sky130_fd_sc_hd__edfxtp_1: 1
sky130_fd_sc_hd__nor3_4: 1
sky130_fd_sc_hd__nand2_1: 7
sky130_fd_sc_hd__nand4_1: 10
sky130_fd_sc_hd__clkbuf_8: 5
sky130_fd_sc_hd__and2_1: 2
sky130_fd_sc_hd__nor2b_1: 1
sky130_fd_sc_hd__nor4bb_1: 1
sky130_fd_sc_hd__and2_0: 1
sky130_fd_sc_hd__nand3_1: 15
sky130_fd_sc_hd__or4_4: 1
sky130_fd_sc_hd__xor2_1: 13
sky130_fd_sc_hd__nor3_1: 6
sky130_fd_sc_hd__nor4_2: 1
sky130_fd_sc_hd__clkdlybuf4s50_1: 1
sky130_fd_sc_hd__nor4_1: 5
sky130_fd_sc_hd__dfxtp_1: 32
through the flow:
stage                     cell area [um2]  std cells  setup slack, ns  utilization [%]
after floorplan                      1423        147            2.649                -
after global placement               1486        197            2.562            33.45
after detailed placement             1486        197            2.509            33.45
after CTS                            1567        205            2.405            35.25
after global routing                 1567        205            2.376            35.25
final                                1567        205            2.426            35.25
Power is estimated from default activity; no workload was simulated.
